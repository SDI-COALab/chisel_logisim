$ cat ./design.v
module ID_EXE(
  input         clock,
  input         reset,
  input         io_flushStageID,
  input         io_stallStageID,
  input         io_reset,
  input  [3:0]  io_aluOP_ctrl_uEXE_ID,
  input  [31:0] io_data1_ID,
  input  [31:0] io_data2_ID,
  input  [4:0]  io_wRegAddr_ID,
  input  [31:0] io_wMenData_ID,
  input         io_weMEM_ctrl_uMEM_ID,
  input         io_wRegDataSrc_ctrl_uMEM_ID,
  input  [1:0]  io_wrMemByteSelScr_ctrl_uMEM_ID,
  input         io_memReadDataExt_ctrl_uMEM_ID,
  input         io_weReg_ctrl_uWB_ID,
  output [3:0]  io_aluOP_ctrl_uID_EXE,
  output [31:0] io_data1_EXE,
  output [31:0] io_data2_EXE,
  output [4:0]  io_wRegAddr_EXE,
  output [31:0] io_wMenData_EXE,
  output        io_weMEM_ctrl_uMEM_EXE,
  output        io_wRegDataSrc_ctrl_uMEM_EXE,
  output [1:0]  io_wrMemByteSelScr_ctrl_uMEM_EXE,
  output        io_memReadDataExt_ctrl_uMEM_EXE,
  output        io_weReg_ctrl_uWB_EXE
);
  reg [3:0] aluOP_ctrl_uEXE_ID;  
  reg [31:0] data1_ID;  
  reg [31:0] data2_ID;  
  reg [4:0] wRegAddr_ID;  
  reg [31:0] wMenData_ID;  
  reg  weMEM_ctrl_uMEM_ID;  
  reg  wRegDataSrc_ctrl_uMEM_ID;  
  reg [1:0] wrMemByteSelScr_ctrl_uMEM_ID;  
  reg  memReadDataExt_ctrl_uMEM_ID;  
  reg  weReg_ctrl_uWB_ID;  
  assign io_aluOP_ctrl_uID_EXE = aluOP_ctrl_uEXE_ID;  
  assign io_data1_EXE = data1_ID;  
  assign io_data2_EXE = data2_ID;  
  assign io_wRegAddr_EXE = wRegAddr_ID;  
  assign io_wMenData_EXE = wMenData_ID;  
  assign io_weMEM_ctrl_uMEM_EXE = weMEM_ctrl_uMEM_ID;  
  assign io_wRegDataSrc_ctrl_uMEM_EXE = wRegDataSrc_ctrl_uMEM_ID;  
  assign io_wrMemByteSelScr_ctrl_uMEM_EXE = wrMemByteSelScr_ctrl_uMEM_ID;  
  assign io_memReadDataExt_ctrl_uMEM_EXE = memReadDataExt_ctrl_uMEM_ID;  
  assign io_weReg_ctrl_uWB_EXE = weReg_ctrl_uWB_ID;  
  always @(posedge clock) begin
    if (reset) begin  
      aluOP_ctrl_uEXE_ID <= 4'h0;  
    end else if (!(io_stallStageID)) begin  
      if (io_reset) begin  
        aluOP_ctrl_uEXE_ID <= 4'h0;
      end else if (io_flushStageID) begin  
        aluOP_ctrl_uEXE_ID <= 4'h0;
      end else begin
        aluOP_ctrl_uEXE_ID <= io_aluOP_ctrl_uEXE_ID;
      end
    end
    if (reset) begin  
      data1_ID <= 32'h0;  
    end else if (!(io_stallStageID)) begin  
      if (io_reset) begin  
        data1_ID <= 32'h0;
      end else if (io_flushStageID) begin  
        data1_ID <= 32'h0;
      end else begin
        data1_ID <= io_data1_ID;
      end
    end
    if (reset) begin  
      data2_ID <= 32'h0;  
    end else if (!(io_stallStageID)) begin  
      if (io_reset) begin  
        data2_ID <= 32'h0;
      end else if (io_flushStageID) begin  
        data2_ID <= 32'h0;
      end else begin
        data2_ID <= io_data2_ID;
      end
    end
    if (reset) begin  
      wRegAddr_ID <= 5'h0;  
    end else if (!(io_stallStageID)) begin  
      if (io_reset) begin  
        wRegAddr_ID <= 5'h0;
      end else if (io_flushStageID) begin  
        wRegAddr_ID <= 5'h0;
      end else begin
        wRegAddr_ID <= io_wRegAddr_ID;
      end
    end
    if (reset) begin  
      wMenData_ID <= 32'h0;  
    end else if (!(io_stallStageID)) begin  
      if (io_reset) begin  
        wMenData_ID <= 32'h0;
      end else if (io_flushStageID) begin  
        wMenData_ID <= 32'h0;
      end else begin
        wMenData_ID <= io_wMenData_ID;
      end
    end
    if (reset) begin  
      weMEM_ctrl_uMEM_ID <= 1'h0;  
    end else if (!(io_stallStageID)) begin  
      if (io_reset) begin  
        weMEM_ctrl_uMEM_ID <= 1'h0;
      end else if (io_flushStageID) begin  
        weMEM_ctrl_uMEM_ID <= 1'h0;
      end else begin
        weMEM_ctrl_uMEM_ID <= io_weMEM_ctrl_uMEM_ID;
      end
    end
    if (reset) begin  
      wRegDataSrc_ctrl_uMEM_ID <= 1'h0;  
    end else if (!(io_stallStageID)) begin  
      if (io_reset) begin  
        wRegDataSrc_ctrl_uMEM_ID <= 1'h0;
      end else if (io_flushStageID) begin  
        wRegDataSrc_ctrl_uMEM_ID <= 1'h0;
      end else begin
        wRegDataSrc_ctrl_uMEM_ID <= io_wRegDataSrc_ctrl_uMEM_ID;
      end
    end
    if (reset) begin  
      wrMemByteSelScr_ctrl_uMEM_ID <= 2'h0;  
    end else if (!(io_stallStageID)) begin  
      if (io_reset) begin  
        wrMemByteSelScr_ctrl_uMEM_ID <= 2'h0;
      end else if (io_flushStageID) begin  
        wrMemByteSelScr_ctrl_uMEM_ID <= 2'h0;
      end else begin
        wrMemByteSelScr_ctrl_uMEM_ID <= io_wrMemByteSelScr_ctrl_uMEM_ID;
      end
    end
    if (reset) begin  
      memReadDataExt_ctrl_uMEM_ID <= 1'h0;  
    end else if (!(io_stallStageID)) begin  
      if (io_reset) begin  
        memReadDataExt_ctrl_uMEM_ID <= 1'h0;
      end else if (io_flushStageID) begin  
        memReadDataExt_ctrl_uMEM_ID <= 1'h0;
      end else begin
        memReadDataExt_ctrl_uMEM_ID <= io_memReadDataExt_ctrl_uMEM_ID;
      end
    end
    if (reset) begin  
      weReg_ctrl_uWB_ID <= 1'h0;  
    end else if (!(io_stallStageID)) begin  
      if (io_reset) begin  
        weReg_ctrl_uWB_ID <= 1'h0;
      end else if (io_flushStageID) begin  
        weReg_ctrl_uWB_ID <= 1'h0;
      end else begin
        weReg_ctrl_uWB_ID <= io_weReg_ctrl_uWB_ID;
      end
    end
  end
endmodule
$ cat ./run.sh
#!/bin/bash
# OpenROAD 26Q1-2900-gdf79404cd8, Yosys 0.63+post, stock flow scripts
make -C /OpenROAD-flow-scripts/flow DESIGN_CONFIG=/design/flow/config.mk WORK_HOME=/design/flow/orfs finish
$ cat ./config.mk
export PLATFORM = sky130hd
export DESIGN_NAME = ID_EXE
export DESIGN_NICKNAME = ID_EXE
export VERILOG_FILES = /design/flow/design.v
export SDC_FILE = /design/flow/constraint.sdc
export NUM_CORES = 4
export LEC_CHECK = 1
export CORE_UTILIZATION = 30
export SYNTH_HDL_FRONTEND = slang
$ cat ./constraint.sdc
current_design ID_EXE

set clk_period 1.4
set clk_io_pct 0.2

create_clock -name clk0 -period $clk_period [get_ports {clock}]

set non_clock_inputs [all_inputs -no_clocks]
set_input_delay [expr $clk_period * $clk_io_pct] -clock clk0 $non_clock_inputs
set_output_delay [expr $clk_period * $clk_io_pct] -clock clk0 [all_outputs]
==> flow_summary.yaml <==
# generated from flow reports
outcome:
  status: "finished clean"
global_route:
  antenna_found_initial: 0
  grt_max_degree: 63
  grt_pass1_vias: 4161
  grt_pass1_wl_um: 21500
  track_usage_pct: 16.9
  overflow: 0
critical_path:
  cpPeakStageDelay_ns: 0.33
  path_delay_family: "flip-flops"
  crit_buf_inv: 1
  worstPathMaxFanout: 2
  critical_path.endpoint_type: "output pin"
  crit_chain: "dlygate4sd2_1"
  cp-start-kind: "register"
  arrival_ns: 0.92
  crit_required_ns: 1.12
  cp_slowest_cell: "dfxtp_1"
  path_class: "register to output pin"
yosys:
  synth_warnings: 0
  netlist.top_cell.by_area: "dfxtp_1"
  synthFlopType: "dfxtp_1"
  ys_cells: 504
  area_leaders: "dfxtp_1 48%, or4b_1 24%, a21oi_1 12%"
  edf_count: 0
  synth_cell_types: 11
  ys.flops: 111
  synth_seq_share_pct: 48.1
  syn_inst: 504
  avgSynthCellArea_um2: 9.18
  synth_top_area_share_pct: 48.1
  synthArstFlopShare_pct: 0
  synth.cell_area_um2: 4620
  ys_area_um2: 4620
  netlist_top_cells_count: "111 x a21oi_1, 111 x dfxtp_1, 111 x nand2_1, 111 x or4b_1, 34 x clkbuf_1"
floorplan:
  row_count: 45
  fp_util_pct: 30.5
  die_y_um: 126
  die_area_um2: 15900
  dieWidth_um: 126
  coreArea_um2: 15100
  num_io_pins: 227
final_timing:
  finClkSkew_ns: 0
  drv_slew: 0
  finalClockPeriodUsage_pct: 85.7
  fin_crit_ns: 1.20
  tightest_slew_ns: 0.299
  slew_headroom_pct: 80.1
  setup_violations: 0
  worst_slack_ns: 0.200
  rsz0062_at_grt: "no"
  fmax_ghz: 0.833
  hold_violations: 0
worst_hold_path:
  hold_class: "primary input to register"
placed_design:
  hpwl_um: 8480
  dpl-instance-area_um2: 7030
  dp_slack_ns: -0.0191
  gp_congestion: 0.773
  io_buffer_count: 226
power:
  powerDensity_nw_per_um2: 922
  ir_drop_uv: 645
  p_leak_nw: 3.03
clock_network:
  clkTransAtPathRegs_ns: 0.07
  cts.sinks: 111
  tritoncts: "done"
  ctsRootBufferMaster: "clkbuf_16"
  htreeDepth: 3
  cts_made_buffers: 9
  ctsHoldBuffers: 0
  cts_buffer_depth: 2
  insertion_delay_ns: 0.34
final_layout:
  stdcell_area_um2: 7370
  n_fill_cell: 1383
  comb_area_um2: 2080
  drive_gt1_share_pct: 20.2
  syn_to_final_growth_pct: 59.4
  flop_area_um2: 2350
route:
  n_antenna_cell: 0
  drt_iter0_markers: 280
  wl_per_cell_um: 14.7
  ant_nets: 0
  dr.pass1.iters: 4
  route.detailed.drc: 0
  wl_um: 13200
  vias_per_cell: 4.87
  num_vias: 4368
flow_run:
  drv_cap: 0
  warnings: 25
## layout make-up
cell class | instances | share of cell area (%)
Clock inverter | 4 | 0.951
Multi-Input combinational cell | 333 | 28.3
Clock buffer | 12 | 3.21
Sequential cell | 111 | 31.9
Tap cell | 188 | 3.19
Timing Repair Buffer | 249 | 32.5
## repair_timing
item                                    4_1_cts  5_1_grt
setup buffers                                 6        0
resized                                     214        0
endpoints found under the setup margin      111        0
## registers in the layout (all words and copies together) (netlist names)
register                          count
io_wrMemByteSelScr_ctrl_uMEM_EXE      2
io_wRegDataSrc_ctrl_uMEM_EXE          1
io_weMEM_ctrl_uMEM_EXE                1
io_wMenData_EXE                      32
io_data1_EXE                         32
io_data2_EXE                         32
io_wRegAddr_EXE                       5
io_memReadDataExt_ctrl_uMEM_EXE       1
io_aluOP_ctrl_uID_EXE                 4
io_weReg_ctrl_uWB_EXE                 1
## placed cells by master, fill, tap and decap left out
cell	synthesis	routed
nand2_1	111	111
clkdlybuf4s50_1	0	111
dfxtp_2	0	103
buf_4	1	16
dfxtp_1	111	8
clkbuf_16	0	9
clkinv_2	0	2
buf_12	0	9
dlygate4sd2_1	0	111
a21oi_1	111	111
clkbuf_1	34	3
bufinv_16	0	2
buf_2	13	2
or4b_1	111	111
## power breakdown
part / switching [mW] / leakage (nW) / internal [mW]
Sequential: 0.0350 / 0.949 / 3.24
Combinational: 0.321 / 1.93 / 0.514
Clock: 1.12 / 0.151 / 1.57
Total: 1.47 / 3.03 / 5.32
## layer usage
layer | track usage (%) | vias up | part of all wire [%]
li1 | - | 2237 | -
met1 | 26.4 | 1982 | 49
met2 | 24.8 | 139 | 43
met3 | 3.90 | 10 | 6.5
met4 | 2.13 | 0 | 1.2
met5 | 0 | - | 0
## path summary, 6_finish.rpt
kind                       from                 end  slack [ns]  cells after the start
max            io_data1_EXE[13]    io_data1_EXE[13]        0.20                      1
min                       reset    io_data1_EXE[16]        0.31                      2
max reg2reg  io_wRegAddr_EXE[1]  io_wRegAddr_EXE[1]        0.74                      3
min reg2reg    io_data1_EXE[12]    io_data1_EXE[12]        0.46                      2
## kinds of logic after synthesis
kind of cell / synth area share, %
AND-OR/OR-AND: 12.0
buffers and inverters: 6.90
flip-flops: 48.1
AND/OR/NAND/NOR: 33.0
## through the flow
stage	instances	hold slack, ns	total power, mW	util (%)	setup TNS (ns)
after global routing	897	0.315	7.17	48.7	0
after global placement	875	0.450	4.21	46.4	-0.0105
after CTS	897	0.294	6.90	48.7	0
final	897	0.314	6.80	48.7	0
after floorplan	504	0.422	3.66	-	0
after detailed placement	875	0.455	4.23	46.4	-0.181
Power figures rest on the tool's default switching activity, not on a simulated workload.
