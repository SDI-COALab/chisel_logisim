File: flow/design.v
module BindsTo_0_IF(
  input         clock,
  input         reset,
  input         io_stallStageIF,
  input  [31:0] io_branchTarget_ID,
  input         io_branchFlag_ID,
  input         io_reset,
  output [31:0] io_PC_IF,
  output [31:0] io_instr_IF
);
initial begin
  $readmemh("src/loong/loong_core1.hex", IF.mem);
end
                      endmodule
bind IF BindsTo_0_IF BindsTo_0_IF_Inst(.*);
module IF(
  input         clock,
  input         reset,
  input         io_stallStageIF,
  input  [31:0] io_branchTarget_ID,
  input         io_branchFlag_ID,
  input         io_reset,
  output [31:0] io_PC_IF,
  output [31:0] io_instr_IF
);
  reg [7:0] mem [0:127];  
  wire  mem_instr_IF_MPORT_en;  
  wire [6:0] mem_instr_IF_MPORT_addr;  
  wire [7:0] mem_instr_IF_MPORT_data;  
  wire  mem_instr_IF_MPORT_1_en;  
  wire [6:0] mem_instr_IF_MPORT_1_addr;  
  wire [7:0] mem_instr_IF_MPORT_1_data;  
  wire  mem_instr_IF_MPORT_2_en;  
  wire [6:0] mem_instr_IF_MPORT_2_addr;  
  wire [7:0] mem_instr_IF_MPORT_2_data;  
  wire  mem_instr_IF_MPORT_3_en;  
  wire [6:0] mem_instr_IF_MPORT_3_addr;  
  wire [7:0] mem_instr_IF_MPORT_3_data;  
  reg [31:0] PC;  
  reg [31:0] nextPC;  
  wire [31:0] PC_next = PC + 32'h4;  
  wire  _T_1 = ~reset;  
  wire [31:0] _instr_IF_T_1 = PC + 32'h3;  
  wire [31:0] _instr_IF_T_4 = PC + 32'h2;  
  wire [31:0] _instr_IF_T_7 = PC + 32'h1;  
  wire [15:0] instr_IF_lo = {mem_instr_IF_MPORT_2_data,mem_instr_IF_MPORT_3_data};  
  wire [15:0] instr_IF_hi = {mem_instr_IF_MPORT_data,mem_instr_IF_MPORT_1_data};  
  wire [31:0] instr_IF = {mem_instr_IF_MPORT_data,mem_instr_IF_MPORT_1_data,mem_instr_IF_MPORT_2_data,
    mem_instr_IF_MPORT_3_data};  
  assign mem_instr_IF_MPORT_en = 1'h1;
  assign mem_instr_IF_MPORT_addr = _instr_IF_T_1[6:0];
  assign mem_instr_IF_MPORT_data = mem[mem_instr_IF_MPORT_addr];  
  assign mem_instr_IF_MPORT_1_en = 1'h1;
  assign mem_instr_IF_MPORT_1_addr = _instr_IF_T_4[6:0];
  assign mem_instr_IF_MPORT_1_data = mem[mem_instr_IF_MPORT_1_addr];  
  assign mem_instr_IF_MPORT_2_en = 1'h1;
  assign mem_instr_IF_MPORT_2_addr = _instr_IF_T_7[6:0];
  assign mem_instr_IF_MPORT_2_data = mem[mem_instr_IF_MPORT_2_addr];  
  assign mem_instr_IF_MPORT_3_en = 1'h1;
  assign mem_instr_IF_MPORT_3_addr = PC[6:0];
  assign mem_instr_IF_MPORT_3_data = mem[mem_instr_IF_MPORT_3_addr];  
  assign io_PC_IF = PC;  
  assign io_instr_IF = {instr_IF_hi,instr_IF_lo};  
  always @(posedge clock) begin
    if (reset) begin  
      PC <= 32'h0;  
    end else if (!(io_stallStageIF)) begin  
      if (io_reset) begin  
        PC <= 32'h0;
      end else if (io_branchFlag_ID) begin  
        PC <= io_branchTarget_ID;
      end else begin
        PC <= nextPC;
      end
    end
    if (reset) begin  
      nextPC <= 32'h0;  
    end else if (io_branchFlag_ID) begin  
      nextPC <= io_branchTarget_ID;
    end else begin
      nextPC <= PC_next;
    end
  end
endmodule
File: flow/run.sh
#!/bin/bash
# OpenROAD 26Q1-2900-gdf79404cd8, Yosys 0.63+post, stock flow scripts
make -C /OpenROAD-flow-scripts/flow DESIGN_CONFIG=/design/flow/config.mk WORK_HOME=/design/flow/orfs finish
File: flow/config.mk
export PLATFORM = sky130hd
export DESIGN_NAME = IF
export DESIGN_NICKNAME = IF
export VERILOG_FILES = /design/flow/design.v
export SDC_FILE = /design/flow/constraint.sdc
export NUM_CORES = 4
export LEC_CHECK = 1
export CORE_UTILIZATION = 30
export SYNTH_HDL_FRONTEND = slang
File: flow/constraint.sdc
current_design IF

set clk_period 4.6
set clk_io_pct 0.2

create_clock -name clk0 -period $clk_period [get_ports {clock}]

set non_clock_inputs [all_inputs -no_clocks]
set_input_delay [expr $clk_period * $clk_io_pct] -clock clk0 $non_clock_inputs
set_output_delay [expr $clk_period * $clk_io_pct] -clock clk0 [all_outputs]
==> results.txt <==
Status of the implementation.

- Hold repair after CTS inserted 0 buffers.
- The register area is 1280 sq um, for reference.
- The post-route standard cell area excluding fillers is 4190 sq um, for reference.
- sky130_fd_sc_hd__dfxtp_1 takes more of the synthesized area than any other cell.
- Of the cells placed in the final design, the portion with a size suffix greater than 1 is 0.114.
- The number of antenna violations at the first check in global routing is 0, for reference.
- The run finished with clean final reports.
- The number of standard-cell rows in the floorplan is 38, for reference.
- By area the synthesized netlist is led by sky130_fd_sc_hd__dfxtp_1 (38%), sky130_fd_sc_hd__mux2_2 (8.7%), sky130_fd_sc_hd__buf_4 (7.4%), sky130_fd_sc_hd__a22oi_1 (7.2%), sky130_fd_sc_hd__nor2_1 (6.5%).
- The register share after synthesis is 0.383, for reference.
- The design draws 1.23 mW.
- The setup slack after layout is 2180 ps, for reference.
- The skew report gives the latency at the later pin of the worst-skew pair as 330 ps.
- The H-tree depth is 3, for reference.
- The report gives the cell count of the worst hold path as 2.
- In this run the mean area of a mapped cell was 8.59 sq um.
- In this run the clock root is driven by a sky130_fd_sc_hd__clkbuf_8.
- The type of element launching the critical path is an input port, for reference.
- The sum of routed wire length over all layers is 8290 microns, for reference.
- The synthesized instance count is 390, for reference.
- The combinational gate area is 1780 sq um, for reference.
- The max-slew check reports its worst relative slack as 0.373.
- For this run, the chip area from Yosys synthesis comes to 3350 sq um.
- The clock transition at the registers of the reported paths is 70 ps, for reference.
- The critical path data arrival time is 2680 ps, for reference.
- The routed wirelength normalized by instance count is 14.1 microns, for reference.
- After synthesis the netlist holds a flip-flop and latch count of 64.
- The total core area is 10,800 sq um, for reference.
- The wire length of the first global-routing pass is 13,300 microns, for reference.
- The total vias in the final route is 2,963, for reference.
- The die covers 11,600 sq um.
- The growth of design area from synthesis to finish is 25.1%, for reference.
- Counting the warning lines in the Yosys log gives 0.
- Per the final report, max-transition violations number 0.
- The max capacitance violation total is 0, for reference.
- The post-route antenna net violation count is 0, for reference.
- Post-CTS repair ended up resizing 0 cells.
- The total clock buffers created by CTS is 9, for reference.
- The number of cells in the yosys synthesis report is 390, for reference.
- Per the detailed placement report, the placed cell area equals 3990 sq um.
- The maximum clock frequency is 414 MHz, for reference.
- The share of synthesized area in the top cell type comes to 0.383.
- Buffers placed on the I/O ports in this run total 68.
- Note, the detailed placer reported a final HPWL of 5410 microns.
- The final report lists the setup-violating endpoint count as 0.
- Setup repair after global routing left no endpoint under its margin.
- In this run the count of I/O pins placed on the die edge is 101.
- The iteration-0 DRC count of the detailed router is 159, for reference.
- The finished layout reports a core utilization of 0.387.
- For this run, the total global-route usage over all layers was measured as 0.146.
- The kind of critical path is input port to register, for reference.
- The min-delay analysis places its worst path in the category register to register.
- The iteration count of the initial detailed-routing pass is 4, for reference.
- For this run, design rule violations remaining after detail routing come to 0.
- In the final timing run, aggregate negative setup slack is 0 ps.
- The required time at the worst endpoint is listed as 4860 ps.
- According to the floorplan report, the die width is 108 microns.
- The number of cells on the worst reg-to-reg path is 5, for reference.
- The post-CTS setup buffer count is 0, for reference.
- The number of clock sinks is 64, for reference.
- Using the TritonRoute via totals, the vias-per-cell ratio works out to 5.03.
- The power per cell area is 294 nW/um^2, for reference.
- The clock period minus worst slack is 2420 ps, for reference.
- The mapped netlist covers 3350 sq um.
- The floorplan step records an initial core utilization of 0.309.
- The share of the clock period used by the worst path is 0.525, for reference.
- After layout, the setup clock skew is reported as 5.43 ps.
- The largest voltage drop on the vdd net is 0.147 mV, for reference.
- The number of warnings reported in the stage logs is 25.
- Entering global routing, the biggest net connects 65 pins.
- The transition time recorded at the tightest slew-check pin is 935 ps.
- The minimum setup slack after placement is 1850 ps, for reference.
- The layout filler cell count is 1,083, for reference.
- The synthesized netlist contains 36 unique library cells.
- The number of buffers between clock root and the deepest sink is 2, for reference.
- Counting endpoints that fail hold in the final report gives 0.
- The leakage power figure is 1.47 nW, for reference.
- Antenna repair during routing inserted a diode count of 0.
- TritonCTS built the clock tree.
- The kind of end point of the critical path is a register, for reference.
- The vertical die dimension is 108 microns, for reference.
- The routability congestion estimate is 0.770, for reference.
- The number of global-route vias before repair came to 2,585.
- The largest fanout on the critical path is 33, for reference.
- The global route total overflow is 0, for reference.
==> cells in the mapped netlist, drive strengths merged <==
library cell and instances:
a2111oi 1, a211oi 9, a21oi 5, a221oi 1, a22oi 32, a311oi 15, a31o 1, and3 2
and4 5, buf 35, clkbuf 26, clkinv 1, conb 1, dfxtp 64, ha 1, inv 11
mux2 26, nand2 19, nand2b 1, nand3 12, nand4 7, nor2 58, nor2b 2, nor3 3
nor4 3, o21ai 11, o31a 1, o31ai 11, or3 3, or4 12, xnor2 5, xor2 6
==> layer usage <==
| metal | vias to the layer above | share of wire | global-route usage |
|---|---|---|---|
| li1 | 1466 | - | - |
| met1 | 1393 | 0.49 | 0.232 |
| met2 | 98 | 0.44 | 0.214 |
| met3 | 6 | 0.066 | 0.0253 |
| met4 | 0 | 0.0082 | 0.0186 |
| met5 | - | 0 | 0 |
==> worst max-delay path, cell delays in order <==
cell and delay (ps):
sky130_fd_sc_hd__clkdlybuf4s50_1 400, sky130_fd_sc_hd__buf_4 250, sky130_fd_sc_hd__nor2_2 520, sky130_fd_sc_hd__buf_4 370, sky130_fd_sc_hd__a22oi_1 110, sky130_fd_sc_hd__nor2_1 100
==> path summary, 6_finish.rpt <==
kind | startpoint | end | slack [ps]
worst min register to register | io_PC_IF[0]$_SDFFE_PP0N_ | nextPC[0]$_SDFF_PP0_ | 480
worst max register to register | io_PC_IF[2]$_SDFFE_PP0N_ | nextPC[30]$_SDFF_PP0_ | 2210
worst max-delay path | io_stallStageIF | io_PC_IF[2]$_SDFFE_PP0N_ | 2180
worst min-delay path | io_PC_IF[0]$_SDFFE_PP0N_ | nextPC[0]$_SDFF_PP0_ | 480
==> placed cells by master, fill, tap and decap left out, drive strengths merged <==
cell type	count
clkdlybuf4s50	66
dfxtp	64
nor2	58
a22oi	32
conb	32
mux2	26
nand2	19
a311oi	15
clkbuf	13
nand3	12
or4	12
inv	11
o21ai	11
o31ai	11
a211oi	9
nand4	7
buf	7
xor2	6
and4	5
xnor2	5
a21oi	5
or3	3
nor3	3
nor4	3
clkinv	3
and3	2
nor2b	2
nand2b	1
a31o	1
o31a	1
a221oi	1
a2111oi	1
ha	1
bufinv	1
==> flip-flops by register name, indices dropped and copies added, names as in the netlist <==
signal / flops
io_PC_IF: 32
nextPC: 32
==> through the flow <==
stage	hold WS (ps)	instances
3_5_place_dp	467	573
5_1_grt	505	589
3_3_place_gp	464	573
6_report	477	589
2_1_floorplan	437	421
4_1_cts	478	589
==> report_power, final <==
group	internal, mW	switching [mW]	total (mW)
clock	0.279	0.204	0.483
combinational	0.0839	0.0665	0.150
sequential	0.580	0.0193	0.599
total	0.943	0.290	1.23
==> final cells by class <==
| cell class | instances | share of cell area |
|---|---|---|
| Clock buffer | 13 | 0.0379 |
| Clock inverter | 3 | 0.00956 |
| Inverter | 12 | 0.0107 |
| Multi-Input combinational cell | 284 | 0.425 |
| Sequential cell | 64 | 0.306 |
| Tap cell | 140 | 0.0418 |
| Timing Repair Buffer | 73 | 0.169 |
==> logic make-up (layout without fill, tap and decap cells) <==
kind of cell,count (synthesis),after routing,synth area share
and+or+nand+nor,127,127,0.185
AOI/OAI and AO/OA,87,87,0.190
buffers and inverters,73,101,0.121
DFF,64,64,0.383
muxes,26,26,0.0874
xor gates and xnor gates,11,11,0.0288
adders and majority gates,1,1,0.00373
other,1,32,0.00112
Power is estimated from default activity; no workload was simulated.
